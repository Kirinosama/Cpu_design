==> /design/flow/design.v <==
module pc(
    input [31:0] newpc,
    input clk,
    input reset,
    output [31:0] oldpc
    );
	reg [31:0] _pc;
	always@(posedge clk or posedge reset)
	begin
		if(reset) _pc <= 32'h00003000;
		else begin
			_pc  <= newpc;
		end
	end
	assign oldpc = _pc;
endmodule
==> /design/flow/run.sh <==
#!/bin/bash
# OpenROAD 26Q1-2900-gdf79404cd8, Yosys 0.63+post, stock flow scripts
make -C /OpenROAD-flow-scripts/flow DESIGN_CONFIG=/design/flow/config.mk WORK_HOME=/design/flow/orfs finish
==> /design/flow/config.mk <==
export PLATFORM = sky130hd
export DESIGN_NAME = pc
export DESIGN_NICKNAME = pc
export VERILOG_FILES = /design/flow/design.v
export SDC_FILE = /design/flow/constraint.sdc
export NUM_CORES = 4
export LEC_CHECK = 1
export CORE_AREA = 10 10 107 107
export DIE_AREA = 0 0 117 117
==> /design/flow/constraint.sdc <==
current_design pc

set clk_period 1.0
set clk_io_pct 0.2

create_clock -name clk0 -period $clk_period [get_ports {clk}]

set non_clock_inputs [all_inputs -no_clocks]
set_input_delay [expr $clk_period * $clk_io_pct] -clock clk0 $non_clock_inputs
set_output_delay [expr $clk_period * $clk_io_pct] -clock clk0 [all_outputs]
==> notes.md <==
Flow results are below.

- The post-detailed-route wirelength per cell is 11.5 um, for reference.
- The number of cells produced by synthesis is 33, for reference.
- The critical path buffer and inverter count is 1, for reference.
- The worst stage delay on the critical path is 0.51 ns, for reference.
- Per the placement report, the placed cell count is 210.
- The post-route minimum period is 1.06 ns, for reference.
- Wires add up to 2500 um.
- The count of final hold-check violations is 0, for reference.
- The stage logs contain a warning count of 27.
- The run finished, with violations left.
- The number of clock buffers added by TritonCTS is 5.
- The maximum net fanout on the critical path is 1, for reference.
- The synthesized netlist was found by Yosys to have 33 cells.
- The logic depth of the worst path, buffers included is 1, for reference.
- dfrtp_1 takes more of the synthesized area than any other cell.
- The number of filler instances in the final layout is 1006, for reference.
- The flow reported a cell area power density of around 1700 mW/mm^2.
- Clock tree synthesis found a total of 32 sinks.
- The register with the highest flop count is _pc, for reference.
- The wire length of the first global-routing pass is ~3500 um, for reference.
- In this run the standard cell core region covers slightly above 0.009 mm^2.
- The Yosys warning count is 1, for reference.
- After clock tree synthesis, the setup repair step added 0 buffers.
- The maximum level of the CTS H-tree is 2, for reference.
- The worst endpoint data arrival time is 0.86 ns, for reference.
- The CTS tree is built, for reference.
- Summing all flip-flop and latch instances after layout gives 803 um^2.
- The synthesized netlist occupies a cell area of 807 um^2.
- Among cell families on the critical path, the largest total delay comes from flip-flops.
- The repair_antennas step left the layout with diodes totalling 0.
- Counting flops with an async set or reset pin after synthesis yields a share of 1.00.
- Setup repair after global routing could not meet its margin everywhere.
- The fraction of synthesized cell area in xor and xnor cells is 0, for reference.
- The capture point of the worst path is oldpc[13], for reference.
- The timing report gives the clock slew at the launch and capture registers of the worst setup and hold paths as 0.06 ns.
- For reference, the critical path cell chain is buf_2.
- The number of ports placed on the die boundary is 66, for reference.
- The period utilization is 1.06, for reference.
- STA classifies the critical path endpoint as an output port.
- The critical path is of the flop to output port type.
- The final weighted congestion recorded by global placement is 0.642.
- The primary flip-flop cell chosen by synthesis mapping is dfrtp_1, for reference.
- Looking at the clock tree report, the root buffer type is clkbuf_8.
- The maximum number of pins on one net before global-route repair is 33, for reference.
- The ratio of cells with drive above 1 in the final layout is 0.393, for reference.
- Summing all multi-input logic gate instances after layout gives 0 um^2.
- After layout, the worst setup slack is -0.0648 ns.
- The maximum count of clock buffers along a single path is 2, for reference.
- As logged by OpenROAD, the buffers inserted on ports number 65.
- The min-delay analysis places its worst path in the category input port to asynchronous set/reset pin.
- The most repeated cell in the gate-level netlist after synthesis is dfrtp_1, for reference.
- The registers reported with the highest flop counts are _pc: 32 flops.
- The count of antenna-violating nets left after detailed routing is 0, for reference.
- Per the timing report, the achievable frequency comes out to 0.939 GHz.
- The floorplan row count is 35, for reference.
- The post-CTS hold buffer count recorded in the log is 0.
- The fraction of the core area covered by cells at the end of the flow is 0.169, for reference.
- Per the final report, max-transition violations number 0.
- The checks that failed: negative setup slack.
- The count of non-filler cells in the finished layout is ~220, for reference.
- Per the synthesis report, the AND-OR/OR-AND share of the synthesized area is 0.
- The share of synthesized cell area in and, or, nand and nor gates is 0, for reference.
- The die extent in x is 117 um, for reference.
- The synthesis run identifies the leading combinational cell family as buffers and inverters.
- The script logs the ratio of routed vias to standard cells as 2.53.
- For reference, the critical path is launched at _pc[13]$_DFF_PP1_.
- In this run, the synthesized area fraction spent on adder and majority cells is recorded as 0.
- The sequential share of the synthesized area is 0.995, for reference.
- By count the netlist is led by dfrtp_1 (30), dfstp_2 (2), inv_1 (1).
- The leakage component of the power is 0.692 nW, for reference.
- The area fraction of the largest cell type after synthesis is 0.930.
- The number of endpoints failing setup at the final stage is 2, for reference.
- The initial antenna violation count is 0, for reference.
- The routed layout has ~550 vias.
- After synthesis, the netlist uses 3 different library cells.
- The tally of max-capacitance violations is 0, for reference.
- The portion of synthesized area spent on multiplexers is 0.
- The die height is 117 um, for reference.
- The worst-path cell with the longest stage delay is dfstp_2, for reference.
- Before antenna repair, the detailed router went through 2 iterations.
- Across the VDD grid, the largest voltage drop is approximately 0.00037 V.
- Per the log, the first TritonRoute iteration ended with a DRC count of 24.
- For the pin with the worst max-slew slack, the measured transition is ~0.17 ns.
- After synthesis, the cell types taking the most area are dfrtp_1 (93%), dfstp_2 (6.5%), inv_1 (0.47%).
- The register with the most flip-flops in the layout has 32 of them.
- Across all checked pins, the minimum headroom to the slew limit is 0.888.
- The required time reported for the critical path endpoint is 0.80 ns, for reference.
- The count of state elements after synthesis is 32, for reference.
- The layout-stage area growth over the synthesis result is 92.9%, for reference.
- The share of the core area taken by cells at floorplan is 0.0878.
- The DRC violation count after routing is 0, for reference.
- The global route stage reports its total congestion overflow as 0.
- The number of global-route vias before repair is 575, for reference.
- The chip area from the yosys synthesis statistics is 807 um^2, for reference.
- The synthesized area divided by synthesized cell count is about 24 um^2, for reference.
- The critical path launch point type is a flop, for reference.
- The number of logic gates is 0, for reference.
- For this run, the total global-route usage over all layers was measured as 0.0328.
- The synthesized design contains 0 enable-type register cells.
- The floorplan step defined a die boundary enclosing ~0.014 mm^2.
[metal layers]
metal / vias up / track usage / part of all wire
met4: 0 / 0.0107 / 0.036
met5: - / 0 / 0
met3: 5 / 0.0144 / 0.12
met1: 264 / 0.0379 / 0.37
met2: 39 / 0.0536 / 0.47
li1: 243 / - / -
[how the worst min path moves through the flow]
stage                       end  depth (start not counted)  slack (ns)  start
finish        _pc[11]$_DFF_PP0_                          3        0.27  reset
CTS           _pc[11]$_DFF_PP0_                          3        0.26  reset
global route  _pc[31]$_DFF_PP0_                          3        0.31  reset
[per-stage QoR]
| step | hold WS [ns] | TNS, ns | total power [mW] | setup WS, ns | instance area [um^2] |
|---|---|---|---|---|---|
| after global routing | 0.310 | -0.212 | 2.78 | -0.110 | 1560 |
| after global placement | 0.560 | -0.298 | 1.69 | -0.150 | 1620 |
| after floorplan | 0.204 | 0 | 1.40 | 0.112 | 807 |
| after CTS | 0.264 | -0.158 | 2.70 | -0.0807 | 1560 |
| final | 0.270 | -0.128 | 2.64 | -0.0648 | 1560 |
| after detailed placement | 0.558 | -0.301 | 1.69 | -0.152 | 1620 |
[report_power, final]
| part | total (mW) | switching [mW] | internal (mW) |
|---|---|---|---|
| Clock | 1.05 | 0.420 | 0.627 |
| Combinational | 0.215 | 0.0541 | 0.161 |
| Sequential | 1.38 | 0.0132 | 1.36 |
[kinds of logic after synthesis]
logic type / after synthesis
buffers and inverters: 1
flip-flops: 32
[area by class of cell]
class / instances / share of cell area
Clock buffer: 8 / 0.0643
Inverter: 1 / 0.00241
Sequential cell: 32 / 0.516
Tap cell: 111 / 0.0892
Timing Repair Buffer: 66 / 0.328
[placed cells by master (no fill, tap or decap)]
cell / n
buf_12: 1
clkbuf_8: 7
dfrtp_1: 30
dfstp_2: 2
clkdlybuf4s50_1: 33
inv_1: 1
buf_2: 32
clkbuf_1: 1
[repair_timing]
action / 4_1_cts / 5_1_grt
endpoints found under the setup margin: 32 / 2
hold endpoints to repair: 0 / 0
gates resized: 97 / 0
pin swaps: 0 / 0
No activity file was given, so power comes from the tool's default toggle rates.
